==> ./design.v <==
`timescale 1ns / 1ps
module DLX_IR( clock, reset, opcode, opcodeALU, IRoeS1, IRoeS2, data_bus, s1_bus, s2_bus, rs1, rs2, rd, IRload);
input clock;
input reset;
input IRoeS1;
input IRoeS2;
input[31:0] data_bus;
input IRload;
reg[31:0] IR_reg;
reg[5:0] opcode_reg;
reg[4:0] rs1_reg;
reg[4:0] rs2_reg;
reg[4:0] rd_reg;
reg[10:0] opcodeALU_reg;
output[5:0] opcode;
output[10:0] opcodeALU;
output[4:0] rs1;
output[4:0] rs2;
output[4:0] rd;
output[31:0] s1_bus;
output[31:0] s2_bus;
always @(posedge clock or posedge reset) 
begin
        if (reset) 
        begin
            IR_reg <= 32'b0;
            opcode_reg <= 6'd0;
            rs1_reg <= 5'd0;
            rs2_reg <= 5'd0;
            rd_reg <= 5'd0;
            opcodeALU_reg <= 11'd0;
        end 
        else if (IRload) 
        begin
            IR_reg <= data_bus;
            opcode_reg <= data_bus[31:26];
            case (data_bus[31:26])
                6'b000000: 
                begin  
                    rs1_reg <= data_bus[25:21];
                    rs2_reg <= data_bus[20:16];
                    rd_reg  <= data_bus[15:11];
                    opcodeALU_reg <= data_bus[10:0];
                end
                6'b000010,  
                6'b000011: 
                begin  
                    rs1_reg <= 5'd0;
                    rs2_reg <= 5'd0;
                    rd_reg  <= 5'd0;
                    opcodeALU_reg <= 11'd0;
                end
                default: 
                begin  
                    rs1_reg <= data_bus[25:21];
                    rs2_reg <= data_bus[20:16]; 
                    rd_reg  <= data_bus[20:16]; 
                    opcodeALU_reg <= 11'd0;
                end
            endcase
        end
    end
    assign s1_bus = IRoeS1 ? IR_reg : 32'bz;
    assign s2_bus = IRoeS2 ? IR_reg : 32'bz;
    assign opcode = opcode_reg;
    assign rs1 = rs1_reg;
    assign rs2 = rs2_reg;
    assign rd = rd_reg;
    assign opcodeALU = opcodeALU_reg;
endmodule
==> ./run.sh <==
#!/bin/bash
# OpenROAD 26Q1-2900-gdf79404cd8, Yosys 0.63+post, stock flow scripts
make -C /OpenROAD-flow-scripts/flow DESIGN_CONFIG=/design/flow/config.mk WORK_HOME=/design/flow/orfs finish
==> ./config.mk <==
export PLATFORM = sky130hd
export DESIGN_NAME = DLX_IR
export DESIGN_NICKNAME = DLX_IR
export VERILOG_FILES = /design/flow/design.v
export SDC_FILE = /design/flow/constraint.sdc
export NUM_CORES = 4
export LEC_CHECK = 1
export CORE_UTILIZATION = 30
==> ./constraint.sdc <==
current_design DLX_IR

set clk_period 1.0
set clk_io_pct 0.2

create_clock -name clk0 -period $clk_period [get_ports {clock}]

set non_clock_inputs [all_inputs -no_clocks]
set_input_delay [expr $clk_period * $clk_io_pct] -clock clk0 $non_clock_inputs
set_output_delay [expr $clk_period * $clk_io_pct] -clock clk0 [all_outputs]
==> impl_metrics.csv <==
group,metric,value,unit
run_status,status,"finished, violations left",
run_status,violations,"setup timing",
yosys,ys_area,2610,µm²
routing,drt_iter0_drc,37,
power_and_ir_drop,switchingPower,1350,µW
place,numPortBuffers,130,
final_layout,fillers,762,
floorplanning,ios,133,
yosys,ys_seq_frac,0.556,
yosys,syn_inst,255,
yosys,ys_seq_elements,58,
setup_path,worst-setup-path-type,"primary input to flip-flop",
yosys,synthTopCellsByCount,"58 x dfrtp_1, 54 x inv_1, 38 x buf_4, 26 x nand2_1, 26 x o21ai_0",
yosys,top_cell,"dfrtp_1",
routing,drc,0,
clocking,root_buffer,"clkbuf_8",
power_and_ir_drop,seq_power_share,0.440,
sta,max_freq,0.825,GHz
place,routabilityCongestion,0.739,
sta,max_slew_margin,0.765,
flow_run,cap_violations,0,
clocking,clock_latency,320,ps
yosys,syn_avg_cell_area,10.2,µm²
sta,hold_violations,0,
floorplanning,fp.dieW,95.3,µm
clocking,clock_sinks,58,
final_layout,area_growth,60.7,%
yosys,top_area_cell,"dfrtp_1",
grt,antenna_found_initial,0,
routing,vias,2192,
sta,period_used_share,1.21,
yosys,topCellsByArea,"dfrtp_1 56%, buf_4 11%, inv_1 7.8%",
place,dpl_cell_area,3900,µm²
clocking,hold_buffers,0,
clocking,path_clk_slew,60,ps
power_and_ir_drop,p_clk_frac,0.366,
power_and_ir_drop,vdd_drop_max,606,µV
floorplanning,fp-utilization,0.314,
grt,grt_pass1_wl,9520,µm
floorplanning,die_area,9070,µm²
sta,finalSetupTns,-8980,ps
sta,worst_slew_pin_slew,352,ps
hold_path,min_path_type,"primary input to flip-flop",
grt,grtUsageTotal,0.136,
yosys,syn-cell-area,2610,µm²
final_layout,largest_reg_flops,31,
floorplanning,num_rows,33,
yosys,ys_types,18,
place,dp_hpwl,4240,µm
routing,dr.pass1.iters,4,
yosys,yosysTopAreaCellShare,0.556,
setup_path,startpoint_type,"primary input",
clocking,cts_made_buffers,9,
final_layout,regArea,1450,µm²
grt,grt_max_degree,36,
final_layout,logic_area,642,µm²
setup_path,crit_arrival,1460,ps
power_and_ir_drop,powerDensity,1430,nW/µm²
setup_path,cp_max_fo,11,
yosys,ff_type,"dfrtp_1",
clocking,clock_path_buffers,2,
yosys,synthArstFlopShare,1.00,
routing,vias_per_cell,4.22,
power_and_ir_drop,switching_share,0.225,
clocking,cts_tree,"yes",
power_and_ir_drop,p_int,4660,µW
grt,first_global_vias,2064,
clocking,htreeDepth,3,
routing,routedWlPerCell,12.0,µm
power_and_ir_drop,p_leak,0.00216,µW
power_and_ir_drop,p_total,6000,µW
sta,rsz0062_at_grt,"true",
yosys,yosys_warnings,3,
sta,worst_slack,-212,ps
setup_path,cp_data_required_time,1250,ps
final_layout,design_area,4190,µm²
sta,fin_skew,0,ps
sta,final_max_slew_viol_count,0,
yosys,yosys_cells,255,
power_and_ir_drop,comb_power_share,0.193,
final_layout,utilization,0.505,
flow_run,tool_warnings,30,
sta,setup_viol,121,
routing,totalWireLength,6250,µm
setup_path,endpoint_kind,"flip-flop",
floorplanning,die_h,95.3,µm
routing,n_antenna_cell,0,
sta,fin_crit,1210,ps
floorplanning,core-area,8300,µm²
final_layout,drive_gt1_frac,0.492,
grt,gr-total-overflow,0,
routing,antenna_left,0,
yosys,synth-edff-count,0,
-- power groups by stage --
stage / combinational (µW) / sequential (µW) / clock [µW]
CTS: 1060 / 2650 / 2260
global route: 1290 / 2670 / 2350
finish: 1160 / 2640 / 2200
-- kinds of logic (layout without fill, tap and decap cells) --
| family | count (synthesis) | after routing | share of synthesized area |
|---|---|---|---|
| compound gates | 57 | 57 | 0.155 |
| mux | 6 | 6 | 0.0259 |
| simple gates | 30 | 30 | 0.0480 |
| buf+inv | 104 | 264 | 0.214 |
| flops | 58 | 58 | 0.556 |
-- critical path, stage by stage --
cell and delay (ps):
buf_6 90, or4_4 540, or3_4 360, buf_8 160, o22ai_1 100
-- metal layers --
layer	track usage	up-vias	part of all wire
li1	-	1084	-
met1	0.199	1014	0.45
met2	0.210	83	0.45
met3	0.0397	11	0.088
met4	0.0240	0	0.018
met5	0	-	0
-- worst paths after layout --
kind | from | to | slack (ps) | depth (start not counted)
min in group asynchronous | reset | IR_reg[14] | 280 | 3
hold reg to reg | opcodeALU_reg[5] | opcodeALU_reg[5] | 530 | 2
setup reg to reg | IR_reg[11] | IR_reg[11] | 40 | 5
setup / recovery | data_bus[31] | opcodeALU_reg[5] | -210 | 5
hold / removal | data_bus[29] | IR_reg[29] | 140 | 2
max in group asynchronous | reset | IR_reg[6] | 520 | 3
-- what timing repair did --
item,4_1_cts,5_1_grt
endpoints found under the setup margin,122,122
pin swaps,7,1
setup buffers,34,10
gates cloned,1,0
gates resized,342,16
-- stage by stage --
| step | cells | setup slack [ps] | hold WS (ps) |
|---|---|---|---|
| floorplan | 255 | -609 | 293 |
| global placement | 460 | -897 | 515 |
| detailed placement | 460 | -921 | 524 |
| CTS | 510 | -233 | 105 |
| global route | 520 | -234 | 127 |
| finish | 520 | -212 | 138 |
-- cell usage in the layout, fill, tap and decap left out, drive strengths merged --
cell,instances
clkdlybuf4s15,1
nand2,26
or4,1
o21ai,26
mux2,6
clkdlybuf4s50,29
dfrtp,58
clkinvlp,1
o22ai,21
o21bai,5
buf,165
nor2,1
clkbuf,13
o221ai,5
nor2b,1
or3,1
bufinv,1
clkinv,1
inv,53
-- final cells by class --
class	instances	share of cell area
timing repair buffer	195	0.372
sequential	58	0.346
multi-input combinational	93	0.153
inverter	54	0.0492
clock buffer	13	0.0403
tap	105	0.0313
clock inverter	2	0.00836
Power and IR drop assume default switching activity.
