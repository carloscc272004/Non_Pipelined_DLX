## design/flow/config.mk

```make
export PLATFORM = sky130hd
export DESIGN_NAME = DLX_RF
export DESIGN_NICKNAME = DLX_RF
export VERILOG_FILES = /design/flow/design.v
export SDC_FILE = /design/flow/constraint.sdc
export NUM_CORES = 4
export LEC_CHECK = 1
export CORE_UTILIZATION = 50
```

## design/flow/constraint.sdc

```tcl
current_design DLX_RF

set clk_period 8.8
set clk_io_pct 0.2

create_clock -name clk0 -period $clk_period [get_ports {clock}]

set non_clock_inputs [all_inputs -no_clocks]
set_input_delay [expr $clk_period * $clk_io_pct] -clock clk0 $non_clock_inputs
set_output_delay [expr $clk_period * $clk_io_pct] -clock clk0 [all_outputs]
```

## design/flow/design.v

```verilog
`timescale 1ns / 1ps
module DLX_RF(clock, reset, RegWrite, rs, rt, rd, write_data, a_out, b_out);
    input clock;
    input reset;
    input RegWrite;             
    input [4:0] rs;             
    input [4:0] rt;             
    input [4:0] rd;    
    input [31:0] write_data;    
    output [31:0] a_out;        
    output [31:0] b_out;
    reg [31:0] RF [0:31];
    integer i;
    always @(posedge clock or posedge reset) 
    begin
        if (reset) 
        begin
            for (i = 0; i < 32; i = i + 1)
                RF[i] <= 32'b0;
        end 
        else if (RegWrite && rd != 5'd0) begin
            RF[rd] <= write_data; 
        end
    end
    assign a_out = RF[rs];
    assign b_out = RF[rt];
endmodule
```

## design/flow/run.sh

```bash
#!/bin/bash
# OpenROAD 26Q1-2900-gdf79404cd8, Yosys 0.63+post, stock flow scripts
make -C /OpenROAD-flow-scripts/flow DESIGN_CONFIG=/design/flow/config.mk WORK_HOME=/design/flow/orfs finish
```

==> flow_summary.yaml <==
# synthesis and place-and-route metrics
status:
  status: "finished clean"
clock_tree:
  cts_made_buffers: 112
  clockBufferDepth: 3
  insertion_delay_ps: 710
  cts_resized: 0
  clk_root_buffer_cell: "clkbuf_16"
  cts_hold_buf: 0
  cts_tree: "yes"
  post_cts_buffers: 0
  htree_levels: 3
  cts_sinks: 1024
  clkTransAtPathRegs_ps: 60
route:
  drt_wl_total_mm: 273.8
  ant_nets: 0
  wl_per_cell_microns: 46.43
  vias: 45120
  drtIter0Drc: 5711
  drtPass1Iterations: 25
  vias_per_cell: 7.650
  drc: 0
sta:
  final.min_clock_period_ps: 7989
  rsz0062_at_grt: "false"
  slew_headroom_pct: 9.792
  hold_viol: 0
  setup-violations-final: 0
  fin_skew_ps: 0
  worst_pin_slew_ps: 1339
  drv_slew: 0
  clock.fmax_mhz: 125.2
  finalCritPeriodShare_pct: 90.78
  hold_slack_ps: 403.1
floorplanning:
  pin_count: 114
  die-area_sq_mm: 0.1040
  die_w_microns: 322.5
  rows: 117
  die_h_microns: 322.5
  fp_util_pct: 50.47
  core_sq_mm: 0.1017
logic_synthesis:
  synth-async-reset-ratio_pct: 100.0
  synth_flops: 1024
  postSynthAreaPerCell_sq_um: 11.69
  yosysCellCount: 4394
  ys_area_sq_mm: 0.05135
  synthesis.area_sq_mm: 0.05135
  synth_top_flop_cell: "dfrtp_1"
  ys_seq_share_pct: 49.90
  synthCells: 4394
  synth.distinct_cells: 66
  ys_warn_count: 2
  synth-edff-count: 0
worst_setup_path:
  crit_fanout: 20
  arrival_ps: 6230
  start_kind: "input pin"
  critPathKind: "in -> out"
  cp.required_ps: 7040
  endpoint_kind: "primary output"
finish:
  drive_gt1_share_pct: 34.31
  layout_top_cell: "dfrtp_1"
  design_area_sq_mm: 0.05866
  area_growth_pct: 14.24
  lay_top_cells: "dfrtp_1 (1,024), mux2_2 (996), a22oi_1 (751)"
  reg_top3: "RF: 1024 flops"
  fill_cells: 8338
  regArea_sq_mm: 0.02562
  top_register: "RF"
  comb_area_sq_mm: 0.02421
  largest_reg_flops: 1024
placement:
  port_buffers: 113
  gp_congestion: 1.065
  dpl.hpwl_mm: 170.5
  placed_cell_area_sq_mm: 0.05486
global_routing:
  grt_pass1_vias: 43960
  met3_usage_pct: 36.03
  antenna_found_initial: 25
  use_met1_pct: 70.91
  met2_usage_pct: 70.19
  grt.total_usage_pct: 55.63
  overflow: 0
  grt_most_used_layer: "met1"
  grt_pass1_wl_mm: 371.6
  grt_max_degree: 123
pwr:
  p_total_mw: 13.31
  p_leak_nw: 25.65
  p_per_area_mw_per_mm2: 227.0
  peakVddDrop_uv: 192.9
job:
  warnings: 42
  maxCapViolCount: 0
min_path:
  hold_path_class: "reg -> reg"
==> synthesized netlist by cell type, drive strengths merged (3+ instances only) <==
cell        n  area, sq um
a2111oi    10        87.58
a211oi     10        75.07
a21oi      84        420.4
a221o       5        50.05
a221oi     26        227.7
a222oi     22        220.2
a22o       35        306.5
a22oi     751         5638
a2bb2oi     9        78.83
a31oi      21        131.4
a32o        3        30.03
a32oi      17        148.9
and2        9        56.30
and3       15        93.84
and4        4        35.03
buf       261         1328
clkbuf    195        732.0
dfrtp    1024        25620
inv         7        26.28
mux2     1005        11320
mux2i      45        450.4
nand2     253        957.2
nand2b     21        131.4
nand3      54        280.3
nand3b     10        78.82
nand4     101        631.9
nor2      177        739.5
nor2b      12        75.07
nor3       55        275.3
nor3b       4        30.03
nor4       35        219.0
o2111ai     3        26.28
o211ai      4        30.03
o21ai      30        150.1
o22ai      12        75.07
o2bb2ai     3        26.28
o311ai      4        35.03
o31ai       4        30.03
o32a       14        140.1
or2         5        31.28
or3         8        50.05
or3b        6        52.55
or4         4        30.03
==> power breakdown <==
part / leakage [nW] / internal (mW) / total [mW] / switching [mW]
sequential: 13.1 / 5.59 / 6.52 / 0.929
clock: 1.84 / 2.84 / 4.86 / 2.02
combinational: 10.7 / 1.01 / 1.94 / 0.923
==> path summary, 6_finish.rpt <==
path                                       start  slack (ps)                     to  cells after the start
max in group asynchronous                  reset        5160  RF[11][2]$_DFFE_PP0P_                      5
min reg2reg                RF[0][13]$_DFFE_PP0P_         400  RF[0][13]$_DFFE_PP0P_                      0
max                                        rt[2]         810              b_out[30]                     10
max reg2reg                RF[6][26]$_DFFE_PP0P_        7800  RF[6][26]$_DFFE_PP0P_                      1
min                        RF[0][13]$_DFFE_PP0P_         400  RF[0][13]$_DFFE_PP0P_                      0
min in group asynchronous                  reset        1490  RF[16][1]$_DFFE_PP0P_                      2
==> layer usage <==
| metal | part of all wire (%) | routed length, microns | vias up |
|---|---|---|---|
| met1 | 35 | 95400 | 22550 |
| met4 | 8.9 | 24460 | 50 |
| met2 | 39 | 105400 | 4142 |
| met3 | 17 | 47690 | 1494 |
| li1 | - | - | 16880 |
| met5 | 0.31 | 843 | - |
==> layout make-up <==
cell class / count / share of cell area [%]
timing repair buffer: 369 / 5.593
tap: 1368 / 2.918
clock buffer: 160 / 5.588
clock inverter: 42 / 0.8105
inverter: 7 / 0.05119
multi-input combinational: 2907 / 41.27
antenna: 21 / 0.08958
sequential: 1024 / 43.68
==> metrics by stage <==
stage	std cells	setup slack, ps	TNS [ps]	utilization (%)
2_1_floorplan	4394	-7074	-7243710	-
3_3_place_gp	5675	1288	0	53.92
3_5_place_dp	5675	1284	0	53.92
4_1_cts	5877	1271	0	57.61
5_1_grt	5880	1023	0	57.61
6_report	5898	811.4	0	57.66
==> logic make-up (layout without fill, tap and decap cells) <==
group | Yosys count | count (layout) | synth area share, %
AOI/OAI and AO/OA | 1077 | 1077 | 15.60
DFF | 1024 | 1024 | 49.90
and+or+nand+nor | 778 | 778 | 7.425
muxes | 1052 | 1052 | 23.00
buffers and inverters | 463 | 578 | 4.062
other | 0 | 21 | 0
==> worst max-delay path: stages <==
cell             delay (ps)
buf_2                   520
buf_4                   370
or3b_1                  850
nor2_4                 1010
buf_4                   380
a22oi_1                  90
nand2_1                  70
a21oi_1                  50
a31oi_1                 510
clkdlybuf4s50_1         580
Power figures rest on the tool's default switching activity, not on a simulated workload.
