<file path="design/flow/run.sh">
#!/bin/bash
# OpenROAD 26Q1-2900-gdf79404cd8, Yosys 0.63+post, stock flow scripts
make -C /OpenROAD-flow-scripts/flow DESIGN_CONFIG=/design/flow/config.mk WORK_HOME=/design/flow/orfs finish
</file>
<file path="design/flow/config.mk">
export PLATFORM = sky130hd
export DESIGN_NAME = DLX_ALU
export DESIGN_NICKNAME = DLX_ALU
export VERILOG_FILES = /design/flow/design.v
export SDC_FILE = /design/flow/constraint.sdc
export NUM_CORES = 4
export LEC_CHECK = 1
export CORE_UTILIZATION = 30
</file>
<file path="design/flow/constraint.sdc">
current_design DLX_ALU

set clk_period 31.0
set clk_io_pct 0.2

create_clock -name clk0 -period $clk_period

set non_clock_inputs [all_inputs -no_clocks]
set_input_delay [expr $clk_period * $clk_io_pct] -clock clk0 $non_clock_inputs
set_output_delay [expr $clk_period * $clk_io_pct] -clock clk0 [all_outputs]
</file>
<file path="design/flow/design.v">
`timescale 1ns / 1ps
module DLX_ALU( s1, s2, ALUop, s2op, ALUout, Zflag);
    input[31:0] s1;
    input[31:0] s2;
    input[4:0] ALUop;
    input[2:0] s2op;
    output[31:0] ALUout;
    output Zflag;
    reg[31:0] ALU_out;
    reg Zflag_;
    reg[31:0] s2_intermediate;
    assign ALUout = ALU_out;
    assign Zflag = Zflag_;
    always @(*) begin
        case (s2op)
            3'b000: s2_intermediate = s2;
            3'b001: s2_intermediate = {{24{s2[7]}}, s2[7:0]};
            3'b010: s2_intermediate = {{24{1'b0}}, s2[7:0]};
            3'b011: s2_intermediate = {{16{s2[15]}}, s2[15:0]};
            3'b100: s2_intermediate = {{16{1'b0}}, s2[15:0]};
            3'b101: s2_intermediate = {{6{s2[25]}}, s2[25:0]};
            3'b110: s2_intermediate = 32'b00000000000000000000000000010000; 
            3'b111: s2_intermediate = 32'b00000000000000000000000000000100;
        endcase
    end
    always @(*) begin
        case(ALUop)
            5'b00000: ALU_out = s2_intermediate + s1;
            5'b00001: ALU_out = s1 - s2_intermediate;
            5'b00010: ALU_out = s1;
            5'b00011: ALU_out = s2;
            5'b00100: ALU_out = s2_intermediate & s1;
            5'b00101: ALU_out = s2_intermediate | s1;
            5'b00110: ALU_out = s2_intermediate ^ s1;
            5'b01000: ALU_out = s1 << s2_intermediate;
            5'b01010: ALU_out = s1 >> s2_intermediate;
            5'b01100: ALU_out = s1 >>> s2_intermediate;
            5'b10000: ALU_out = (s1 == s2_intermediate) ? 32'b00000000000000000000000000000001 : 32'b00000000000000000000000000000000;
            5'b10010: ALU_out = (s1 != s2_intermediate) ? 32'b00000000000000000000000000000001 : 32'b00000000000000000000000000000000;
            5'b10100: ALU_out = (s1 < s2_intermediate) ? 32'b00000000000000000000000000000001 : 32'b00000000000000000000000000000000;
            5'b10101: ALU_out = (s1 < s2_intermediate) ? 32'b00000000000000000000000000000001 : 32'b00000000000000000000000000000000;
            5'b10110: ALU_out = (s1 >= s2_intermediate) ? 32'b00000000000000000000000000000001 : 32'b00000000000000000000000000000000;
            5'b10111: ALU_out = (s1 >= s2_intermediate) ? 32'b00000000000000000000000000000001 : 32'b00000000000000000000000000000000;
            5'b11000: ALU_out = (s1 > s2_intermediate) ? 32'b00000000000000000000000000000001 : 32'b00000000000000000000000000000000;
            5'b11001: ALU_out = (s1 > s2_intermediate) ? 32'b00000000000000000000000000000001 : 32'b00000000000000000000000000000000;
            5'b11010: ALU_out = (s1 <= s2_intermediate) ? 32'b00000000000000000000000000000001 : 32'b00000000000000000000000000000000;
            5'b11011: ALU_out = (s1 <= s2_intermediate) ? 32'b00000000000000000000000000000001 : 32'b00000000000000000000000000000000;
        endcase
        Zflag_ = (ALU_out == 32'd0);
    end
endmodule
</file>
==> notes.md <==
Observations from the implementation run.

Outcome:
- The run finished with clean final reports.

Flow run:
- The run gives the max-capacitance violation count as 0.
- The run puts the total number of warnings across the stage logs at 93.

Global routing:
- The run gives the global-route usage over all layers as 0.305.
- Entering global routing, the biggest net connects 70 pins.
- After global routing the overflow that remains totals 0.
- The run puts the number of antenna violations at the first check in global routing at 2.
- The run gives the global-route wire length before repair as 87.9 mm.
- The run puts the via count of the first global-routing pass at 13300.

Synth:
- The run gives the number of enable-type register cells in the synthesized netlist as 0.
- The post-synth register bit count is 32.
- The run gives the count of distinct cell types in the synthesized netlist as 104.
- The run gives the async set or reset register ratio after synthesis as 0.
- The run gives the share of the synthesized area in the top cell type as 0.103.
- For this run, the number of Yosys warnings is 1.
- The run puts the number of cells in the yosys synthesis report at 1717.
- For reference, the top cells by count after synthesis are sky130_fd_sc_hd__a21oi_1 (152), sky130_fd_sc_hd__nor2_1 (143), sky130_fd_sc_hd__nand2_1 (139).
- By area the synthesized netlist is led by sky130_fd_sc_hd__ha_1 (10%), sky130_fd_sc_hd__a21oi_1 (6.7%), sky130_fd_sc_hd__nor2_1 (4.7%), sky130_fd_sc_hd__nand2_1 (4.6%), sky130_fd_sc_hd__dlxtn_1 (4.2%).
- The run gives the dominant register cell in the synthesized netlist as sky130_fd_sc_hd__dlxtn_1.
- The run puts the post-synthesis instance total at 1717.
- Each instance of the synthesized netlist takes up on average 6.62 um2.
- Summed over all instances, the cell type with the most area after synthesis is sky130_fd_sc_hd__ha_1.
- The run puts the synthesized area at 11400 um2.
- The run puts the area reported by Yosys stat at 11400 um2.
- The run gives the dominant cell by count in the synthesized netlist as sky130_fd_sc_hd__a21oi_1.

Floorplanning:
- The run puts the total number of placement rows at 70.
- The run gives the area of the core as 37000 um2.
- The run gives the horizontal die dimension as 197 um.
- Measured along the y axis, the die boundary spans 197 um.
- At the floorplan stage, the core utilization is reported as 0.308.
- The run puts the number of top-level pins at 105.
- The run puts the area of the chip at 38700 um2.

Timing:
- The timer found 32 register pins that no clock reaches; their paths are not timed.
- The run puts the final number of max-transition violations at 0.
- Setup total negative slack on the finished layout was measured at 0 ns.
- In this build the clock could be raised as far as 51.8 MHz.
- The final timing summary puts the cycle share of the worst path at 0.622.
- Setup repair after global routing left no endpoint under its margin.
- The run puts the number of unconstrained endpoints at 64.
- The run gives the relative slew slack as 0.0741.
- The final timing report derives a shortest allowable period of 19.29 ns.
- For this run, the final setup violation count is recorded as 0.
- For reference, the final report shows the hold violation count at 0.
- The run gives the actual transition at the worst max-transition pin as 1.35 ns.

Worst hold path:
- In the hold report, the worst path ends at Zflag.
- STA lists the startpoint of the worst hold path as s2[28].
- The run puts the worst hold path depth at 6.
- The run gives the type of the tightest min-delay check as in -> out.

Place:
- The run puts the detailed-placement wirelength estimate at 45.7 mm.
- The run puts the global placement routability congestion at 1.06.
- Port buffering added 105 buffers.
- Once placement finished, the instance area stood at 12700 um2.

Cells and area:
- The run gives the layout filler cell count as 3993.
- The run puts the area of combinational cells with multiple inputs at 9810 um2.
- The run puts the area added between synthesis and finish at 11.7%.
- The run gives the post-layout instance area as 12700 um2.
- The run gives the number of flip-flops in the largest register as 32.
- The run gives the area taken by flip-flops and latches as 480 um2.
- The run puts the share of post-route cells with drive strength above 1 at 0.0796.

Critical path:
- The run puts the required time of the critical path at 24.80 ns.
- The worst setup path is of the in -> out kind.
- The run gives the kind of cell adding the most delay to the critical path as AND-OR/OR-AND gates.
- The run gives the delay contributed by the slowest stage of the critical path as 0.99 ns.
- The run puts the worst path buffer plus inverter count at 4.
- Per the STA report, the cell with the highest stage delay on the worst path is sky130_fd_sc_hd__clkdlybuf4s50_1.
- The report lists the cells along the critical path as clkdlybuf4s50_1 > nor2b_1 > and2_1 > a21oi_1 > nor2_1 > a31o_2 > inv_1 > ha_1 > inv_1 > a211oi_1 > o21a_1 > o211ai_1 > o2111a_1 > o41ai_1 > o21bai_1 > a221oi_1 > o31ai_1 > nor4_2 > nand4b_1 > nor4b_2 > clkdlybuf4s50_1.
- STA classifies the critical path endpoint as a primary output.
- Data arrives at the worst endpoint at 13.09 ns.
- The run gives the critical path depth as 21.
- Max fanout on the critical path was recorded as 19.
- The worst setup path is launched from an input port.

Drt:
- The first detailed-routing pass ran for 9 iterations.
- The run gives the number of design-rule violations left by the first detailed-router iteration as 2278.
- The DRC violation total left in the routed layout is recorded as 0.
- The run gives the remaining antenna violation count as 0.
- The run gives the routed length per placed instance as 26.7 um.
- The run puts the detailed-route via count at 14800.
- The run puts the total routed wirelength at 59.5 mm.
- The run puts the routed via count divided by cell count at 6.65.

Pwr:
- The run gives the internal power contribution as 0.0000979 W.
- The run gives the net switching power as 0.000168 W.
- The run puts the maximum ir drop on the vdd rail at 0.00653 mV.
- The run gives the static leakage as 4.84 nW.
- The run gives the total design power as 0.000266 W.
- The run puts the power density over cell area at 20.9 nW/um2.
- The script computed the net switching share of total power as 0.631.

Clock tree:
- The run puts the post-CTS setup repair buffer count at 0.
- In this run, post-CTS repair resized a total of 0 instances.
- The run gives the hold buffer count at CTS as 0.
==> metrics by stage <==
step           hold WS (ns)   util  cells  worst slack (ns)
6_report              13.70  0.344   2226             11.71
5_1_grt               13.75  0.344   2225             11.22
4_1_cts               13.70  0.344   2225             11.83
3_5_place_dp          13.70  0.344   2225             11.85
3_3_place_gp          13.70  0.344   2225             12.04
2_1_floorplan         12.65      -   1717             14.31
==> kinds of logic (layout without fill, tap and decap cells) <==
family                   after synthesis  in the layout  synth area share
adder cells (fa/ha/maj)               95             95             0.105
other                                  0              1                 0
latches                               32             32            0.0423
buffers and inverters                254            258            0.0971
AND-OR/OR-AND                        703            703             0.441
AND/OR/NAND/NOR                      555            555             0.241
multiplexers                          62             62            0.0613
XOR/XNOR                              16             16            0.0123
==> cells in the final DEF, fill, tap and decap left out, drive strengths merged, types with 28 or more instances in the layout <==
master         Yosys  final
nor3              59     59
ha                94     94
nor2             145    145
a21oi            155    155
o211ai            43     43
a22oi             40     40
nand3             53     53
clkdlybuf4s50      0    103
o21ai             97     97
mux2i             37     37
a211oi            29     29
o22ai             41     41
nand2            139    139
nor2b             28     28
inv              108    108
a221oi            32     32
buf               73     46
dlxtn             32     32
==> how the worst max path moves through the flow <==
stage | start | endpoint | slack [ns]
5_1_grt | s2op[0] | Zflag | 11.22
4_1_cts | s2op[0] | Zflag | 11.83
6_report | s2op[0] | Zflag | 11.71
==> area by class of cell <==
| class | count | share of cell area |
|---|---|---|
| tap | 504 | 0.0496 |
| multi-input combinational | 1431 | 0.772 |
| sequential | 32 | 0.0378 |
| timing repair buffer | 149 | 0.108 |
| antenna | 1 | 0.000197 |
| inverter | 109 | 0.0322 |
==> routing by layer <==
metal	wire length, um	track usage	up-vias
li1	-	-	6587
met1	24300	0.434	6979
met2	25400	0.457	1072
met3	7340	0.0695	153
met4	2400	0.0976	4
met5	23	0	-
==> power by group through the flow <==
stage,clock network (W),logic (W),registers [W]
5_1_grt,0,0.000274,0.00000878
4_1_cts,0,0.000248,0.00000855
==> tightest hold or removal path, cell delays in order <==
cell and delay (ns):
sky130_fd_sc_hd__clkdlybuf4s50_1 0.55, sky130_fd_sc_hd__a22o_1 0.15, sky130_fd_sc_hd__nor2_1 0.04, sky130_fd_sc_hd__nand3_1 0.10
sky130_fd_sc_hd__nor4b_2 0.06, sky130_fd_sc_hd__clkdlybuf4s50_1 0.41
Power and IR drop assume default switching activity.
